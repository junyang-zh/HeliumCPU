--- ./config.mk ---
export PLATFORM = sky130hd
export DESIGN_NAME = alu
export DESIGN_NICKNAME = alu
export VERILOG_FILES = /design/flow/design.v
export SDC_FILE = /design/flow/constraint.sdc
export NUM_CORES = 4
export LEC_CHECK = 1
export CORE_UTILIZATION = 40
--- ./constraint.sdc ---
current_design alu

set clk_period 10.2
set clk_io_pct 0.2

create_clock -name clk0 -period $clk_period

set non_clock_inputs [all_inputs -no_clocks]
set_input_delay [expr $clk_period * $clk_io_pct] -clock clk0 $non_clock_inputs
set_output_delay [expr $clk_period * $clk_io_pct] -clock clk0 [all_outputs]
--- ./design.v ---
module alu #(
    parameter XLEN = 32
)(
    input s_32,
    input [4:0] opcode,
    input signed [XLEN - 1:0] rs1,
    input signed [XLEN - 1:0] rs2,
    output reg [XLEN - 1:0] rd,
    output zero
);
    always @(*) case (opcode)
        5'b00001:	rd = rs1 + rs2;
        5'b00010:	rd = rs1 - rs2;
        5'b00011: 	rd = rs1 < rs2;
        5'b00100:	rd = $unsigned(rs1) < $unsigned(rs2);
        5'b00101: 	rd = rs1 & rs2;
        5'b00110:	rd = rs1 | rs2;
        5'b00111:	rd = rs1 ^ rs2;
        5'b01000:	rd = s_32 ? rs1[31:0] << rs2[4:0] : rs1 << rs2[$clog2(XLEN) - 1:0];
        5'b01001:	rd = s_32 ? rs1[31:0] >> rs2[4:0] : rs1 >> rs2[$clog2(XLEN) - 1:0];
        5'b01010: 	rd = s_32 ? $signed(rs1[31:0]) >>> rs2[4:0] : rs1 >>> rs2[$clog2(XLEN) - 1:0];
        default: 	rd = -1;
    endcase
    assign zero = (rd == 0);
endmodule
--- ./run.sh ---
#!/bin/bash
# OpenROAD 26Q1-2900-gdf79404cd8, Yosys 0.63+post, stock flow scripts
make -C /OpenROAD-flow-scripts/flow DESIGN_CONFIG=/design/flow/config.mk WORK_HOME=/design/flow/orfs finish
==> impl_report.txt <==
==== FLOW RESULTS ====
----------------------------------------------------
[Synthesis]
  Share of synthesized area occupied by flip-flops and latches ........................ 0%
  Main area contributors ........................ mux4_2, ha_1, nor2_1, a21oi_1, mux2i_1
  Yosys-reported design area after synthesis ........................ 9900 sq um
  Most instantiated cells after synthesis ........................ nor2_1, inv_1, nand2_1, ha_1, a21oi_1
  Number of library cell types mapped by synthesis ........................ 93
  Tally of yosys warning messages ........................ 1
  Share of the synthesized area in the top cell type ........................ 14.6%
  Cell accounting for the most synthesized area ........................ mux4_2
  Synth Instances ........................ 1,381
  Mapped Avg Cell Area ........................ 7.17 sq um
  Yosys stat cell total ........................ 1,381
  Most instantiated library cell after synthesis ........................ nor2_1
  Mapped Area ........................ 9900 sq um

[Timing]
  Final Critical Period ........................ 9.90 ns
  Final hold slack ........................ 5.29 ns
  Setup TNS ........................ 0 ns
  Max Slew Vio Count ........................ 0
  Slew at the pin with the worst max-slew slack ........................ 0.901 ns
  Top achievable clock speed ........................ 0.101 GHz
  Slew headroom ........................ 39.3%
  Post-layout period usage of the worst path ........................ 97.0%
  Final tally of hold violations ........................ 0
  Unrepaired setup endpoints after global routing ........................ false
  Final tally of setup violations ........................ 0

[Pwr]
  Overall power after layout ........................ 0.000604 W
  Leakage power figure ........................ 4.45 nW
  Power Density ........................ 53.5 nW/um^2
  Peak ir drop on the vdd network ........................ 0.0000201 V

[Detailed routing]
  Routed length per placed instance ........................ 27.8 microns
  Wirelength, routed ........................ 48,900 microns
  Drt first-iter violations ........................ 1,539
  Vias/cell ........................ 7.00
  Antenna-violating nets left ........................ 0
  Post-route DRC ........................ 0
  Number of iterations in the first detailed-routing pass ........................ 8
  Number of vias after detailed routing ........................ 12,289
  Diode insertion count for antenna repair ........................ 0

[Setup path]
  Category of the worst setup path capture point ........................ output pin
  Worst path bufs/invs ........................ 4
  Crit path from ........................ rs1[0]
  Classification of the worst setup path ........................ input port to output pin
  Crit start category ........................ input port
  Number of logic stages on the critical path including buffering ........................ 17
  Biggest fanout along the worst timing path ........................ 7
  CP Cell Sequence ........................ clkdlybuf4s50_1 -> inv_1 -> ha_1 -> fa_1 -> o21ba_2 -> or4_1 -> nand3_1 -> o211a_1 -> o22ai_1 -> a311o_1 -> nor4_2 -> buf_4 -> nand4b_1 -> or4b_1 -> or4_1 -> nor4_1 -> clkdlybuf4s50_1
  Timing endpoint of the critical path ........................ zero
  Crit-path slowest cell ........................ clkdlybuf4s50_1
  Critical Path AT ........................ 7.86 ns
  Delay of the slowest cell on the worst path ........................ 0.65 ns
  Worst Path Required ........................ 8.16 ns
  Crit-path leading delay family ........................ simple AND/OR/NAND/NOR gates

[Cells and area]
  Area taken by flip-flops and latches ........................ 0 sq um
  Logic area ........................ 8980 sq um
  Number of sequential storage elements ........................ 0
  Final instance area ........................ 11,300 sq um
  Filler Cell Count ........................ 2,487
  Fraction of layout instances using a drive strength above 1 ........................ 11.8%
  Area grow syn2layout ........................ 14.0%
  Clock buffer cells ........................ 0

[Floorplan]
  Die width ........................ 159 microns
  Core footprint ........................ 24,300 sq um
  Number of primary I/O pins ........................ 103
  Height of the die ........................ 159 microns
  Standard-cell row count ........................ 57
  Starting density of the core ........................ 40.7%
  Die outline area ........................ 25,400 sq um

[Global route]
  Grt total ovfl ........................ 0
  First-pass GRT wire length ........................ 73,200 microns
  Antenna violations before repair ........................ 0
  Overall fraction of global-route tracks in use ........................ 39.1%
  Via count of the first global-routing pass ........................ 11,327
  Pin count of the biggest net entering global routing ........................ 65

[Placed design]
  Post-DP Area ........................ 11,300 sq um
  Placer congestion estimate ........................ 1.11
  Port Buffer Count ........................ 102
  Detailed placement HPWL ........................ 38,300 microns

[Clock tree]
  Number of buffers inserted for hold repair after clock tree synthesis ........................ 0

[Status]
  Outcome ........................ completed

[Hold path]
  Min-delay src ........................ rs2[1]
  Hold/Removal Path Class ........................ input port to output pin

[Flow run]
  Number of warnings the tools reported ........................ 98
  Number of max-cap violations ........................ 0

----------------------------------------------------
kinds of logic (layout without fill, tap and decap cells):
group	after synthesis	count (layout)	share of synthesized area, %
buf+inv	222	272	9.38
simple gates	452	452	21.8
mux	118	118	20.9
compound gates	480	480	34.4
fa+ha+maj	99	99	12.7
xor+xnor	10	10	0.885
tightest hold or removal path: cells and delay by family:
family	cells	cell delay (ns)
buffers and inverters	3	0.70
AOI/OAI and AO/OA	2	0.22
adders and majority gates	1	0.20
and+or+nand+nor	1	0.09
placed cells by master, fill, tap and decap left out, types with 27 or more instances in the layout:
cell type,synthesis,routed
a21o_1,27,27
nand2_1,104,104
o21ai_0,74,74
nand3_1,31,31
nor2_1,157,156
mux2i_1,40,40
mux4_2,64,64
a21oi_1,95,95
nor3_1,44,44
clkdlybuf4s50_1,0,97
ha_1,97,97
buf_4,3,61
inv_1,106,106
o211ai_1,33,33
power breakdown:
| part | total, W | leakage, nW | internal [W] | switching (W) |
|---|---|---|---|---|
| Combinational | 0.000604 | 4.45 | 0.000235 | 0.000370 |
| Clock | 0 | 0 | 0 | 0 |
| Sequential | 0 | 0 | 0 | 0 |
| Total | 0.000604 | 4.45 | 0.000235 | 0.000370 |
worst min-delay path by stage:
stage,to,depth (start not counted),slack (ns)
CTS,rd[1],7,5.27
global route,rd[3],7,5.35
finish,rd[1],7,5.29
layer usage:
| layer | vias up | routed length, microns | part of all wire, % | global-route usage, % |
|---|---|---|---|---|
| met5 | - | 0 | 0 | 0 |
| met4 | 0 | 1770 | 3.6 | 11.2 |
| met3 | 108 | 6810 | 14 | 11.9 |
| met2 | 901 | 20500 | 42 | 55.9 |
| met1 | 5858 | 19800 | 40 | 57.4 |
| li1 | 5422 | - | - | - |
layout make-up:
class	instances	share of cell area (%)
Inverter	108	3.59
Multi-Input combinational cell	1159	79.6
Tap cell	324	3.59
Timing Repair Buffer	164	13.3
stage by stage:
| stage | setup WS [ns] | std cells | utilization (%) |
|---|---|---|---|
| final | 0.302 | 1755 | 46.4 |
| after global routing | 0.0201 | 1755 | 46.4 |
| after CTS | 0.184 | 1755 | 46.4 |
| after global placement | 0.147 | 1755 | 46.4 |
| after detailed placement | 0.201 | 1755 | 46.4 |
| after floorplan | 1.63 | 1381 | - |
repair_timing:
action | CTS | global route
setup buffers | 0 | 0
gates resized | 0 | 2
setup endpoints to repair | 0 | 1
Power is estimated from default activity; no workload was simulated.
