[./config.mk]
export PLATFORM = sky130hd
export DESIGN_NAME = decoder
export DESIGN_NICKNAME = decoder
export VERILOG_FILES = /design/flow/design.v
export SDC_FILE = /design/flow/constraint.sdc
export NUM_CORES = 4
export LEC_CHECK = 1
export CORE_AREA = 10 10 107 107
export DIE_AREA = 0 0 117 117
[./constraint.sdc]
current_design decoder

set clk_period 5.7
set clk_io_pct 0.2

create_clock -name clk0 -period $clk_period

set non_clock_inputs [all_inputs -no_clocks]
set_input_delay [expr $clk_period * $clk_io_pct] -clock clk0 $non_clock_inputs
set_output_delay [expr $clk_period * $clk_io_pct] -clock clk0 [all_outputs]
[./design.v]
module inst_type (
    input [6:0] opcode,
    output reg [2:0] itype
);
    always @(*) case (opcode)
        7'b0110111,
        7'b0010111:     itype = 5;
        7'b1101111:       itype = 6;
        7'b1100011:    itype = 4;
        7'b0000011,
        7'b0010011,
        7'b0011011,
        7'b1100111,
        7'b0001111,
        7'b1110011:    itype = 2;
        7'b0100011:     itype = 3;
        7'b0110011,
        7'b0111011:     itype = 1;
        default:    itype = 0;
    endcase
endmodule
module imm_gen #(
    parameter XLEN = 32
)(
    input [31:0] inst,
    input [2:0] itype,
    output reg [XLEN - 1:0] imm
);
    always @(*) case (itype)
        2: imm = $signed(inst[31:20]);
        3: imm = $signed({inst[31:25], inst[11:7]});
        4: imm = $signed({inst[31], inst[7], inst[30:25], inst[11:8], 1'b0});
        5: imm = $signed({inst[31:12], 12'b0});
        6: imm = $signed({inst[31], inst[19:12], inst[20], inst[30:21], 1'b0});
        default: imm = 0;
    endcase
endmodule
module decoder #(
    parameter XLEN = 32
)(
    input clock,
    input [31:0] inst,
    output [6:0] opcode,
    output [2:0] itype,
    output [2:0] funct3,
    output [6:0] funct7,
    output [4:0] rs1,
    output [4:0] rs2,
    output [4:0] rd,
    output [XLEN - 1:0] imm,
    output reg [4:0] alu_op,
    output s_pc,
    output s_imm,
    output s_jalr,
    output s_jump,
    output s_branch,
    output s_branch_zero,
    output s_load,
    output s_store,
    output s_32,
    output s_flush
);
    assign opcode = inst[6:0];
    assign funct3 = inst[14:12];
    assign funct7 = inst[31:25];
    assign rs1 = (itype == 5 || itype == 6) ? 0 : inst[19:15];
    assign rs2 = (itype == 2 || itype == 5 || itype == 6) ? 0 : inst[24:20];
    assign rd = (itype == 3 || itype == 4) ? 0 : inst[11:7];
    assign s_jalr = opcode == 7'b1100111 && funct3 == 3'b0;
    assign s_jump = opcode == 7'b1101111 || s_jalr;
    assign s_pc = opcode == 7'b0010111 || opcode == 7'b1101111;
    assign s_imm = !(opcode == 7'b0110011 || opcode == 7'b0111011 || opcode == 7'b1100011);
    assign s_branch = opcode == 7'b1100011 && (funct3 == 3'b000 || funct3 == 3'b001 || funct3 == 3'b100 || funct3 == 3'b101 || funct3 == 3'b110 || funct3 == 3'b111);
    assign s_branch_zero = opcode == 7'b1100011 && (funct3 == 3'b000 || funct3 == 3'b101 || funct3 == 3'b111);
    assign s_load = opcode == 7'b0000011 && (funct3 == 3'b000 || funct3 == 3'b001 || funct3 == 3'b010 || funct3 == 3'b011 || funct3 == 3'b100 || funct3 == 3'b101 || funct3 == 3'b110);
    assign s_store = opcode == 7'b0100011 && (funct3 == 3'b000 || funct3 == 3'b001 || funct3 == 3'b010 || funct3 == 3'b011);
    assign s_32 = opcode == 7'b0111011 || opcode == 7'b0011011;
    assign s_flush = opcode == 7'b0001111;
    inst_type inst_type_inst (
        .opcode(opcode),
        .itype(itype)
    );
    imm_gen #(
    .XLEN(XLEN)
    )imm_gen_inst (
        .inst(inst),
        .itype(itype),
        .imm(imm)
    );
    always @(*) case (opcode)
        7'b0110111:       alu_op = 5'b00001;
        7'b0010011: case (funct3)
            3'b000:	alu_op = 5'b00001;
            3'b010: 	alu_op = 5'b00011;
            3'b011:	alu_op = 5'b00100;
            3'b111: 	alu_op = 5'b00101;
            3'b110:	alu_op = 5'b00110;
            3'b100:	alu_op = 5'b00111;
            3'b001:	alu_op = imm[11:6] == 6'b000000 ? 5'b01000 : 0;
            3'b101:	alu_op = imm[11:6] == 6'b000000 ? 5'b01001 : imm[11:6] == 6'b010000 ? 5'b01010 : 0;
            default:alu_op = 0;
        endcase
        7'b0011011: case(funct3)
            3'b000:	alu_op = 5'b00001;
            3'b001: alu_op = imm[11:6] == 6'b000000 ? 5'b01000 : 0;
            3'b101:	alu_op = imm[11:6] == 6'b000000 ? 5'b01001 : imm[11:6] == 6'b010000 ? 5'b01010 : 0;
            default:alu_op = 0;
        endcase
        7'b0110011: case (funct7)
            7'b0000000: case (funct3)
                3'b000:	alu_op = 5'b00001;
                3'b010:	alu_op = 5'b00011;
                3'b011:	alu_op = 5'b00100;
                3'b111:	alu_op = 5'b00101;
                3'b110:	alu_op = 5'b00110;
                3'b100:	alu_op = 5'b00111;
                3'b001:	alu_op = 5'b01000;
                3'b101:	alu_op = 5'b01001;
                default:alu_op = 0;
            endcase
            7'b0100000: case (funct3)
                3'b000:   alu_op = 5'b00010;
                3'b101:   alu_op = 5'b01010;
                default:alu_op = 0;
            endcase
            7'b0000001: case (funct3)
                3'b000:   alu_op = 5'b10000;
                3'b001:  alu_op = 5'b10001;
                3'b010:alu_op = 5'b10010;
                3'b011: alu_op = 5'b10011;
                3'b100:   alu_op = 5'b10100;
                3'b101:  alu_op = 5'b10101;
                3'b110:   alu_op = 5'b10110;
                3'b111:  alu_op = 5'b10111;
                default:alu_op = 0;
            endcase
            default:alu_op = 0;
        endcase
        7'b0111011: case (funct7)
            7'b0000000: case (funct3)
                3'b000:	alu_op = 5'b00001;
                3'b001:	alu_op = 5'b01000;
                3'b101:	alu_op = 5'b01001;
                default:alu_op = 0;
            endcase
            7'b0100000: case (funct3)
                3'b000:   alu_op = 5'b00010;
                3'b101:   alu_op = 5'b01010;
                default:alu_op = 0;
            endcase
            7'b0000001: case (funct3)
                3'b000:   alu_op = 5'b10000;
                3'b100:   alu_op = 5'b10100;
                3'b101:  alu_op = 5'b10101;
                3'b110:   alu_op = 5'b10110;
                3'b111:  alu_op = 5'b10111;
                default:alu_op = 0;
            endcase
            default:alu_op = 0;
        endcase
        7'b1100011: case (funct3)
            3'b000,
            3'b001:   alu_op = 5'b00010;
            3'b100,
            3'b101:   alu_op = 5'b00011;
            3'b110,
            3'b111:  alu_op = 5'b00100;
            default:alu_op = 0;
        endcase
        default:    alu_op = (s_load || s_store || s_pc || s_jalr) ? 5'b00001 : 0;
    endcase
endmodule
[./run.sh]
#!/bin/bash
# OpenROAD 26Q1-2900-gdf79404cd8, Yosys 0.63+post, stock flow scripts
make -C /OpenROAD-flow-scripts/flow DESIGN_CONFIG=/design/flow/config.mk WORK_HOME=/design/flow/orfs finish
==> ci_impl_report.md <==
## Implementation flow summary

| Metric | Value |
|---|---|
| Worst Hold Launch | inst[28] |
| Crit end category | output pin |
| Postcts setup bufs | 0 |
| Status | finished clean |
| Final RePlAce weighted congestion | about 0.84 |
| Via density | around 4.6 |
| Pin count of the biggest net entering global routing | 18 |
| All-Layer GR Usage | 0.0914 |
| Pwr Density | around 50 nW/µm² |
| Final Setup Violations | 0 |
| RSZ-0062 raised after global routing | false |
| Setup TNS | 0 ps |
| CP max-delay cell | clkdlybuf4s50_1 |
| Critical path required time | 4560 ps |
| Avg WL per Cell | approximately 16 µm |
| WHS Path Cells | 2 |
| Critical Path, Cell by Cell | clkdlybuf4s50_1, nor3b_2, o21bai_1, a21oi_4, and2_1, a21o_1, clkdlybuf4s50_1 |
| Most frequent cell after synthesis | a21o_1 |
| # clk buffers | 0 |
| Tmin final | between 5000 and 6000 ps |
| Share of layout cells above drive strength 1 | 0.0736 |
| Worst setup path category | in2out |
| Core area | just over 9000 µm² |
| Yosys warnings | 3 |
| Crit path DAT | around 3900 ps |
| Max Transition Viols Final | 0 |
| First-pass GRT wire length | about 10 mm |
| Layout Area Growth over Synthesis | 83.3% |
| Cell leakage power | around 0.99 nW |
| Chip area | approximately 14000 µm² |
| OpenROAD warning count | 33 |
| Chip Width | between 100 and 150 µm |
| Starting DRT DRC Count | about 86 |
| CP most frequent cell | clkdlybuf4s50_1 |
| DRC | 0 |
| Max-slew headroom | 0.574 |
| I/O Pins | between 100 and 150 |
| Post-synthesis cell type count | about 53 |
| Final Util | 0.269 |
| Gr ovfl total | 0 |
| Final period util | 0.881 |
| Rows | 35 |
| Flip-flops | 0 |
| Drt pass-1 iters | 4 |
| Synth cell count leaders | 22 x a21o_1, 19 x buf_4, 17 x a21oi_1, 17 x and2_1, 15 x nand2_1 |
| Yosys chip area | 1350 µm² |
| Hold worst-path end | funct7[3] |
| Mapped Area | between 1000 and 1500 µm² |
| Part of the Yosys area used for sequential elements | 0 |
| Min-delay worst type | in2out |
| CTS resizes | 0 |
| CP Max Fanout | 15 |
| Routed WL | approximately 6.6 mm |
| Yosys top cell by area | a21o_1 |
| Measured slew at the worst slew-check pin | 636 ps |
| Detailed-route via count | roughly 1900 |
| Max Cap Viol | 0 |
| DPL Wire Length | between 5 and 6 mm |
| Syn Inst Count | ~210 |
| Ys cells | 210 |
| Die height | 117 µm |
| Effective utilization at floorplan | 0.147 |
| Maximum clock frequency | between 0.15 and 0.2 GHz |
| Overall power | 0.120 mW |
| Initial antenna violation count | 0 |
| CTS Hold Buffers Added | 0 |
| Filler cells | ~1000 |
| ANT nets after route | 0 |
| Biggest area cells | a21o_1 12%, buf_4 11%, and2_1 7.9% |
| Dominant cell area share | 0.123 |
| Ant. Diodes | 0 |
| Register Area | 0 µm² |
| Port Buffers | between 100 and 150 |
| Crit path largest cell delay | approximately 670 ps |
| Peak supply drop | 0.0000199 V |
| Vias in the first global route | 1880 |
| Startpoint Class | primary input |
| Mapped Avg Cell Area | 6.42 µm² |
| Final hold vios | 0 |
-- area by class of cell --
class	count	area, µm²	area share
multi-input combinational	174	1130	0.456
tap	111	139	0.0562
inverter	5	18.8	0.00760
timing repair buffer	120	1190	0.480
-- logic make-up (layout without fill, tap and decap cells) --
kind of cell,Yosys count,count (layout),synth area share
buffers and inverters,36,125,0.164
AOI/OAI and AO/OA,73,73,0.393
xor gates and xnor gates,2,2,0.0130
and+or+nand+nor,99,99,0.430
-- layer usage --
metal,vias to the layer above,track usage,share of wire
met1,857,0.115,0.42
met4,0,0,0
met5,-,0,0
li1,932,-,-
met2,91,0.150,0.44
met3,0,0.0408,0.14
-- stage by stage --
stage	worst slack (ps)	instance area, µm²	instances	hold slack (ps)
final	679	2470	410	3170
after floorplan	2240	1350	210	2300
after global routing	451	2470	410	3200
after global placement	662	2470	410	3180
after detailed placement	654	2470	410	3180
after CTS	647	2470	410	3180
-- cells in the final DEF, fill, tap and decap left out, types with 2 or more instances in the layout --
cell	instances
a22o_1	5
nor3_1	5
a31oi_1	2
and3_1	2
a211oi_1	2
buf_4	6
o21bai_1	2
clkdlybuf4s50_1	114
a21oi_1	17
nor2_1	12
nor2b_1	9
nand2_1	15
or2_2	2
o21ai_1	3
a21o_1	22
nand3b_1	2
nor3b_1	2
nand2_2	2
nor3_2	3
o311ai_1	2
o21a_1	2
nand2b_1	4
and2_1	17
xor2_1	2
o2111ai_1	2
inv_1	5
o21ai_0	3
nand3_1	11
nor4_1	2
-- worst max-delay path by stage --
stage | endpoint | start | slack, ps | depth (start not counted)
global route | imm[27] | inst[6] | 450 | 7
CTS | imm[28] | inst[6] | 650 | 7
finish | imm[23] | inst[6] | 680 | 7
-- critical path: cells and delay by family --
kind            cells  cell delay [ps]
buf+inv             2             1160
simple gates        2              970
compound gates      3              620
-- report_power, final --
group          internal, mW  total, mW  leakage (nW)  switching [mW]
logic                0.0702      0.120         0.992          0.0501
clock network             0          0             0               0
registers                 0          0             0               0
No activity file was given, so power comes from the tool's default toggle rates.
