==> ./design.v <==
module if_id #(
    parameter XLEN = 32,
    parameter BYPASS = 0
)(
    input clock,
    input pause,
    input bubble,
    input [XLEN - 1:0] pc_in,
    input [31:0] inst_in,
    output [XLEN - 1:0] pc_out,
    output [31:0] inst_out
);
    generate if (BYPASS) begin
        assign {pc_out, inst_out} = {pc_in, inst_in};
    end else begin
        reg [XLEN - 1:0] pc_reg = 0;
        reg [31:0] inst_reg = 0;
        always @(posedge clock)
            if (~pause)
                {pc_reg, inst_reg} <= bubble ? {{XLEN{1'b0}}, 32'h0000_0013} : {pc_in, inst_in};
        assign {pc_out, inst_out} = {pc_reg, inst_reg};
    end endgenerate
endmodule
module id_ex #(
    parameter XLEN = 32,
    parameter BYPASS = 0
)(
    input clock,
    input pause,
    input bubble,
    input [4:0] rd_in, rs1_fw_in, rs2_fw_in,
    input [XLEN - 1:0] pc_in, rs1_in, rs2_in, imm_in,
    input [15:0] ctrl_in,
    output [4:0] rd_out, rs1_fw_out, rs2_fw_out,
    output [XLEN - 1:0] pc_out, rs1_out, rs2_out, imm_out,
    output [15:0] ctrl_out
);
    generate if (BYPASS) begin
        assign {rd_out, rs1_fw_out, rs2_fw_out, pc_out, rs1_out, rs2_out, imm_out, ctrl_out} = {rd_in, rs1_fw_in, rs2_fw_in, pc_in, rs1_in, rs2_in, imm_in, ctrl_in};
    end else begin
        reg [4:0] rd_reg = 0, rs1_fw_reg = 0, rs2_fw_reg = 0;
        reg [15:0] ctrl_reg = 0;
        reg [XLEN - 1:0] pc_reg = 0, rs1_reg = 0, rs2_reg = 0, imm_reg = 0;
        always @(posedge clock)
            if (~pause)
                {rd_reg, rs1_fw_reg, rs2_fw_reg, pc_reg, rs1_reg, rs2_reg, imm_reg, ctrl_reg} <= bubble ? 0 : {rd_in, rs1_fw_in, rs2_fw_in, pc_in, rs1_in, rs2_in, imm_in, ctrl_in};
        assign {rd_out, rs1_fw_out, rs2_fw_out, pc_out, rs1_out, rs2_out, imm_out, ctrl_out} = {rd_reg, rs1_fw_reg, rs2_fw_reg, pc_reg, rs1_reg, rs2_reg, imm_reg, ctrl_reg};
    end endgenerate
endmodule
module ex_mem #(
    parameter XLEN = 32,
    parameter BYPASS = 0
)(
    input clock,
    input pause,
    input bubble,
    input [4:0] rd_in,
    input [XLEN - 1:0] rs2_in, alu_in,
    input [5:0] ctrl_in,
    output [4:0] rd_out,
    output [XLEN - 1:0] rs2_out, alu_out,
    output [5:0] ctrl_out
);
    generate if (BYPASS) begin
        assign {rd_out, rs2_out, alu_out, ctrl_out} = {rd_in, rs2_in, alu_in, ctrl_in};
    end else begin
        reg [5:0] ctrl_reg = 0;
        reg [4:0] rd_reg = 0;
        reg [XLEN - 1:0] rs2_reg = 0, alu_reg = 0;
        always @(posedge clock)
            if (~pause)
                {rd_reg, rs2_reg, alu_reg, ctrl_reg} <= bubble ? 0 : {rd_in, rs2_in, alu_in, ctrl_in};
        assign {rd_out, rs2_out, alu_out, ctrl_out} = {rd_reg, rs2_reg, alu_reg, ctrl_reg};
    end endgenerate
endmodule
module mem_wb #(
    parameter XLEN = 32,
    parameter BYPASS = 0
)(
    input clock,
    input pause,
    input bubble,
    input [4:0] rd_in,
    input [XLEN - 1:0] alu_in,
    output [4:0] rd_out,
    output [XLEN - 1:0] alu_out
);
generate if (BYPASS) begin
    assign {rd_out, alu_out} = {rd_in, alu_in};
end else begin
    reg [4:0] rd_reg = 0;
    reg [XLEN - 1:0] alu_reg = 0;
    always @(posedge clock)
        if (~pause)
            {rd_reg, alu_reg} <= bubble ? 0 : {rd_in, alu_in};
    assign {rd_out, alu_out} = {rd_reg, alu_reg};
end endgenerate
endmodule
==> ./run.sh <==
#!/bin/bash
# OpenROAD 26Q1-2900-gdf79404cd8, Yosys 0.63+post, stock flow scripts
make -C /OpenROAD-flow-scripts/flow DESIGN_CONFIG=/design/flow/config.mk WORK_HOME=/design/flow/orfs finish
==> ./config.mk <==
export PLATFORM = sky130hd
export DESIGN_NAME = id_ex
export DESIGN_NICKNAME = id_ex
export VERILOG_FILES = /design/flow/design.v
export SDC_FILE = /design/flow/constraint.sdc
export NUM_CORES = 4
export LEC_CHECK = 1
export CORE_UTILIZATION = 30
==> ./constraint.sdc <==
current_design id_ex

set clk_period 1.0
set clk_io_pct 0.2

create_clock -name clk0 -period $clk_period [get_ports {clock}]

set non_clock_inputs [all_inputs -no_clocks]
set_input_delay [expr $clk_period * $clk_io_pct] -clock clk0 $non_clock_inputs
set_output_delay [expr $clk_period * $clk_io_pct] -clock clk0 [all_outputs]
==> flow_results.xml <==
<?xml version="1.0" encoding="UTF-8"?>
<metrics>
  <group name="final_timing">
    <metric name="slew_viol_final" unit="">0</metric>
    <metric name="timing.final.crit_share" unit="">1.128</metric>
    <metric name="fin_tns_setup" unit="ps">-14250</metric>
    <metric name="timing.final.ws_setup" unit="ps">-128.4</metric>
    <metric name="worst_slew_margin_rel" unit="">0.8028</metric>
    <metric name="post-route-min-period" unit="ps">1128</metric>
    <metric name="setup-violations-final" unit="">159</metric>
    <metric name="worst_slew_pin_slew" unit="ps">295.9</metric>
    <metric name="fmaxAchievable" unit="GHz">0.8862</metric>
    <metric name="holdWs" unit="ps">315.7</metric>
    <metric name="rsz0062_at_grt" unit="">true</metric>
    <metric name="timing.final.hold_violations" unit="">0</metric>
  </group>
  <group name="floorplanning">
    <metric name="std_cell_rows" unit="">50</metric>
    <metric name="chip_area" unit="um2">20170</metric>
    <metric name="core_region_area" unit="um2">18960</metric>
    <metric name="die_width" unit="um">142.0</metric>
    <metric name="io_count" unit="">321</metric>
    <metric name="fp-utilization" unit="">0.3103</metric>
    <metric name="die-height" unit="um">142.0</metric>
  </group>
  <group name="status">
    <metric name="violations" unit="">setup timing</metric>
    <metric name="run_status" unit="">finished with violations</metric>
  </group>
  <group name="synth">
    <metric name="synth_area" unit="um2">5882</metric>
    <metric name="ys.warnings.count" unit="">1</metric>
    <metric name="number_of_cells_in_the_yosys_synthesis_report" unit="">336</metric>
    <metric name="gate_count_post_synth" unit="">336</metric>
    <metric name="ys_seq_elements" unit="">159</metric>
    <metric name="seq_area_frac_synth" unit="">0.8117</metric>
    <metric name="synth.lib_cells_used.distinct" unit="">6</metric>
    <metric name="yosys_stat_area" unit="um2">5882</metric>
    <metric name="syn_area_per_cell" unit="um2">17.51</metric>
  </group>
  <group name="clocking">
    <metric name="worst_setup_hold_path_clk_slew" unit="ps">60</metric>
    <metric name="tritoncts.num_buffers" unit="">17</metric>
    <metric name="clkSinkCount" unit="">159</metric>
    <metric name="cts_buffer_depth" unit="">2</metric>
    <metric name="htree_num_levels" unit="">4</metric>
    <metric name="tritoncts" unit="">built</metric>
    <metric name="ctsRootBufferMaster" unit="">clkbuf_16</metric>
  </group>
  <group name="worst_setup_path">
    <metric name="timing.critical_path.arrival" unit="ps">930</metric>
    <metric name="critical_path.cell_chain" unit="">buf_2</metric>
    <metric name="worstPathRequired" unit="ps">800</metric>
    <metric name="critical_path.n_buffers_inverters" unit="">1</metric>
    <metric name="cp_capture_type" unit="">primary output</metric>
    <metric name="slowest_stage" unit="">edfxtp_1</metric>
    <metric name="path_class" unit="">flip-flop to primary output</metric>
    <metric name="crit_path_start_kind" unit="">flip-flop</metric>
    <metric name="worst_path_largest_cell_delay" unit="ps">380</metric>
    <metric name="critical_path.max_fanout" unit="">1</metric>
    <metric name="worst_path_dominant_cell_family" unit="">flip-flops</metric>
  </group>
  <group name="flow_run">
    <metric name="maxCapViolations" unit="">0</metric>
    <metric name="openroad.warnings" unit="">28</metric>
  </group>
  <group name="grt">
    <metric name="grt_max_degree" unit="">56</metric>
    <metric name="number_of_antenna_violations_at_the_first_check_in_global_routing" unit="">0</metric>
    <metric name="grt.overflow.total" unit="">0</metric>
    <metric name="first_global_vias" unit="">3997</metric>
    <metric name="globalRouteTotalUtil" unit="">0.1515</metric>
    <metric name="grt_pass1_wl" unit="um">21730</metric>
  </group>
  <group name="drt">
    <metric name="drcViolationCount" unit="">0</metric>
    <metric name="wl_per_cell" unit="um">15.53</metric>
    <metric name="wl" unit="um">14680</metric>
    <metric name="drtAntennaViolNets" unit="">0</metric>
    <metric name="antenna_cells_inserted" unit="">0</metric>
    <metric name="via_count" unit="">3844</metric>
    <metric name="vias_per_cell" unit="">4.068</metric>
    <metric name="detailedRoute.firstPassIterationCount" unit="">3</metric>
    <metric name="drt_first_iter_violations" unit="">108</metric>
  </group>
  <group name="final_layout">
    <metric name="ff_latch_area" unit="um2">4775</metric>
    <metric name="final_layout_size_suffix_gt1_frac" unit="">0.2949</metric>
    <metric name="stdcell_count" unit="">945</metric>
    <metric name="areaGrowthSynthToFinish" unit="%">57.92</metric>
    <metric name="final-comb-area" unit="um2">994.7</metric>
    <metric name="filler_cell_count" unit="">1647</metric>
  </group>
  <group name="placement">
    <metric name="place.gp.congestion" unit="">0.7928</metric>
    <metric name="post-dp-hpwl" unit="um">10480</metric>
    <metric name="placedCellCount" unit="">909</metric>
    <metric name="dpl_worst_slack" unit="ps">-522.7</metric>
    <metric name="port_buffers" unit="">320</metric>
  </group>
  <group name="min_path">
    <metric name="worstHoldStart" unit="">bubble</metric>
    <metric name="hp-class" unit="">input pin to flip-flop</metric>
    <metric name="worstHoldEndpoint" unit="">genblk1.pc_reg[0]$_SDFFCE_PP0N_</metric>
    <metric name="hold-path-cell-count" unit="">3</metric>
  </group>
  <group name="pwr">
    <metric name="p_total" unit="mW">15.74</metric>
    <metric name="ir_worst_vdd" unit="mV">1.337</metric>
    <metric name="total_leakage_power" unit="nW">3.524</metric>
    <metric name="p_per_area" unit="nW/um2">1695</metric>
  </group>
</metrics>
stage by stage:
step / cell area [um2] / util
finish: 9289 / 0.4900
global placement: 9440 / 0.4980
global route: 9289 / 0.4900
CTS: 9289 / 0.4900
detailed placement: 9440 / 0.4980
floorplan: 5886 / -
worst max path at each step:
| stage | to | start | cells after the start |
|---|---|---|---|
| after CTS | imm_out[1] | genblk1.imm_reg[1]$_SDFFCE_PP0N_ | 1 |
| after global routing | imm_out[1] | genblk1.imm_reg[1]$_SDFFCE_PP0N_ | 1 |
| final | imm_out[2] | genblk1.imm_reg[2]$_SDFFCE_PP0N_ | 1 |
power by group:
part           internal, mW  switching, mW  total, mW  leakage, nW
clock                  3.64           2.46       6.10        0.261
sequential             7.92          0.115       8.03         1.53
combinational          1.10          0.512       1.61         1.73
repair_timing:
| item | 4_1_cts | 5_1_grt |
|---|---|---|
| hold buffers | 0 | 0 |
| gates resized | 511 | 0 |
| gates cloned | 2 | 0 |
| endpoints found under the setup margin | 315 | 159 |
| buffers inserted | 3 | 0 |
Yosys cell counts:
cell type  number  share of area
clkbuf_1        3         0.0019
nor2b_1       159           0.17
edfxtp_1      159           0.81
buf_4          11          0.014
buf_2           3         0.0026
inv_1           1        0.00064
area by class of cell:
type | instances | area share
clock buffers | 20 | 0.04701
clock inverters | 11 | 0.01266
inverters | 1 | 0.0008082
multi-input cells | 159 | 0.1071
flip-flops and latches | 159 | 0.5140
well taps | 260 | 0.03502
repair buffers | 335 | 0.2834
cells in the final DEF, fill, tap and decap left out:
master	instances
dlygate4sd2_1	1
edfxtp_1	159
clkinv_1	2
nor2b_1	159
buf_6	1
inv_6	1
bufbuf_16	2
clkdlybuf4s50_1	159
buf_2	159
buf_4	8
bufinv_16	2
clkbuf_1	3
clkinv_2	2
clkinvlp_4	4
buf_12	5
clkinv_4	1
clkbuf_16	17
routing by layer:
layer,vias to the layer above,routed length [um],GRT usage
li1,1838,-,-
met5,-,0,0
met2,185,7356,0.2497
met3,20,1498,0.05929
met4,0,330,0.02943
met1,1801,5489,0.1986
kinds of logic after synthesis:
family | synth area share
flops | 0.8117
buf+inv | 0.01914
simple gates | 0.1691
Power and IR drop assume default switching activity.
